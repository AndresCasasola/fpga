--- flow/run.sh ---
#!/bin/bash
# OpenROAD 26Q1-2900-gdf79404cd8, Yosys 0.63+post, stock flow scripts
make -C /OpenROAD-flow-scripts/flow DESIGN_CONFIG=/design/flow/config.mk WORK_HOME=/design/flow/orfs finish
--- flow/config.mk ---
export PLATFORM = sky130hd
export DESIGN_NAME = sequence_detector
export DESIGN_NICKNAME = sequence_detector
export VERILOG_FILES = /design/flow/design.v
export SDC_FILE = /design/flow/constraint.sdc
export NUM_CORES = 4
export LEC_CHECK = 1
export CORE_AREA = 10 10 70 70
export DIE_AREA = 0 0 80 80
--- flow/constraint.sdc ---
current_design sequence_detector

set clk_period 1.4
set clk_io_pct 0.2

create_clock -name clk0 -period $clk_period [get_ports {clk}]

set non_clock_inputs [all_inputs -no_clocks]
set_input_delay [expr $clk_period * $clk_io_pct] -clock clk0 $non_clock_inputs
set_output_delay [expr $clk_period * $clk_io_pct] -clock clk0 [all_outputs]
--- flow/design.v ---
module sequence_detector(   input   wire        clk,
                            input   wire        rst,
                            input   wire        din,  
                            output  wire        dout);
    parameter   IDLE    = 0,
                S1      = 1,
                S2      = 2,
                S3      = 3,
                S4      = 4;
    parameter[3:0] sequence = 4'b0101;       
    reg[2:0] current_state, next_state;      
    always@(posedge clk) begin
        if (rst)
            current_state <= IDLE;
        else
            current_state <= next_state;
    end
    always@(current_state or din) begin
        case (current_state)
            IDLE: begin
                if (din == 1)   next_state <= S1;        
                else            next_state <= IDLE;
            end
            S1: begin
                if (din == 0)   next_state <= S2;        
                else            next_state <= S1;        
            end
            S2: begin
                if (din == 1)   next_state <= S3;        
                else            next_state <= IDLE;
            end
            S3: begin
                if (din == 0)   next_state <= S4;        
                else            next_state <= IDLE;
            end
            S4: begin
                next_state <= IDLE;          
            end
        endcase
    end
    assign dout = (current_state == S4) ? 1 : 0;
endmodule
==> results.cfg <==
; implementation run metrics
[yosys]
ys_cells = 17
edf_count = 0
synthCells = 17
synthSimpleGateAreaFrac_pct = 36.91
largest_area_cell = dfxtp_1
synthXorXnorAreaFrac_pct = 0
synth_area_per_cell_um2 = 10.97
ys_chip_area_um2 = 186.4
logic_family = simple AND/OR/NAND/NOR gates
yosysWarnings = 1
synthFlopType = dlxtn_1
compound_area_share_pct = 6.711
ys_top_cells_by_area = dfxtp_1, dlxtn_1, nor2b_1, nor3b_1, nor4bb_1
ys_types = 10
mux_share_pct = 0
netlist_area_um2 = 186.4
synth-async-reset-ratio_pct = 0
ys_ff = 6
top_area_share_pct = 32.21
synthAdderAreaFrac_pct = 0
synthTopCellsByCount = dfxtp_1, dlxtn_1, nor2b_1

[grt]
grt-ovfl-total = 0
grt_pass1_vias = 174
grt_pass1_wl_um = 765
antenna_found_initial = 0
grt_max_degree = 6
grtUsageTotal_pct = 1.624

[detailed_routing]
wl_per_cell_um = 6.459
finalWirelength_um = 478
met3_length_um = 106
highest-signal-layer = met3
vias = 157
wl_met2_um = 142
drc_errors = 0
dr.pass1.iters = 2
via_per_inst = 2.122
m1WireLength_um = 229
drt_iter0_drc = 3
ant_nets = 0
n_antenna_cell = 0

[timing]
untimed_endpoints = 3
final_hold_viol_count = 0
unclocked_pins = 3
period_used_pct = 93.97
fmax_mhz = 760.1
fin_crit_ps = 1316
worst_pin_slew_ps = 201.8
relSlewSlack_pct = 86.36
slew_violations = 0
setup_ws_ps = 84.40
finalSetupViolations = 0
rsz0062_at_grt = no

[setup_path]
crit_slowest_cell = dfxtp_1
cp-start-kind = register
path_buffers = 1
crit_type = reg2out
crit_chain = nor3b_2 > dlygate4sd2_1
critical_path_arrival_ps = 1040
crit_path_end_kind = output port
path_delay_family = flip-flops
endpoint = dout
cp.depth = 2
cpPeakStageDelay_ps = 330
cp.required_ps = 1120
critPathMaxFanout = 2
crit_path_start = current_state[2]

[pwr]
power_density_nw_per_um2 = 749.1
leakagePower_nw = 0.1301
power_mw = 0.2503
ir_drop_uv = 94.73

[worst_hold_path]
hold_class = in2reg
min_from = rst

[floorplanning]
dieArea_um2 = 6400
fp_util_pct = 5.458
coreArea_um2 = 3416
die_y_um = 80
io_pins = 4
die_w_um = 80
fp-row-count = 21

[run]
drv_cap = 0
tool_warnings = 25

[place]
placed_cells = 70
place_ws_ps = -78.10
port-buffer-count = 3
gp_congestion = 0.7652

[finish]
areaGrowthSynthToFinish_pct = 79.19
drive_gt1_share_pct = 28.57
instances_no_fill = 74
fill_cells = 405

[clock_tree]
numCtsBuffers = 3
cts-root-buf = clkbuf_4
post_cts_buffers = 0
cts_tree = built
htreeDepth = 1
clockBufferDepth = 2
path_clk_slew_ps = 40

[status]
status = finished, final reports clean
==> metrics by stage <==
step	util (%)	hold slack [ps]	instance area (µm²)	TNS, ps
after floorplan	-	351.6	186.4	0
after global placement	8.901	884.9	304.0	0
after detailed placement	8.901	891.2	304.0	-78.10
after CTS	9.780	650.2	334.1	0
after global routing	9.780	680.5	334.1	0
final	9.780	660.9	334.1	0
==> state kept, by name, summed over array words and instances, names as in the netlist <==
name / cells
current_state: 3
next_state: 3
==> worst min path at each step <==
stage             endpoint  slack, ps  cells after the start
4_1_cts   current_state[0]        650                      2
5_1_grt   current_state[0]        680                      2
6_report  current_state[0]        660                      2
==> metal layers <==
layer  up-vias  GRT usage [%]
li1         82              -
met1        71          2.139
met2         4          1.364
met3         0          1.932
met4         0         0.7042
met5         -              0
==> logic make-up (layout without fill, tap and decap cells) <==
kind of cell	Yosys count	after routing
latches	3	3
DFF	3	3
buffers and inverters	0	11
and+or+nand+nor	9	9
AOI/OAI and AO/OA	2	2
==> layout by cell type, fill, tap and decap left out, types with 2 or more instances in the layout <==
master	Yosys	routed
buf_4	0	4
nor2b_1	3	3
clkbuf_4	0	3
dfxtp_1	3	3
dlxtn_1	3	3
clkdlybuf4s50_1	0	2
==> final cells by class <==
type	count	area (µm²)	share of cell area (%)
well taps	46	57.56	17.23
clock buffers	4	26.28	7.865
flip-flops and latches	6	105.1	31.46
multi-input cells	11	86.33	25.84
repair buffers	7	58.81	17.60
==> what timing repair did <==
action	CTS	global route
hold buffers	0	0
setup endpoints to repair	1	0
gates resized	2	0
==> power by group <==
part | switching (mW) | internal, mW | leakage [nW]
logic | 0.00497 | 0.00849 | 0.0671
registers | 0.000647 | 0.0876 | 0.0480
clock network | 0.0419 | 0.107 | 0.0150
total | 0.0476 | 0.203 | 0.130
Power figures rest on the tool's default switching activity, not on a simulated workload.
