==> design.v <==
module frcounter (  input   wire        clk_in,
                    input   wire        rst_in,
                    output  wire        tc_out,  
                    output  wire[3:0]   data_out);
    reg[3:0] data_out_reg;
    always@(posedge clk_in)
    begin
        if (rst_in)
            data_out_reg <= 4'b0000;
        else
            begin
                if (data_out_reg == 4'b1111)
                begin
                    data_out_reg <= 4'b0000;
                end
                else
                    data_out_reg <= data_out_reg + 1;
            end
    end
    assign data_out = data_out_reg;
    assign tc_out = (data_out_reg[0] & data_out_reg[1]) & (data_out_reg[2] & data_out_reg[3]);
endmodule
==> run.sh <==
#!/bin/bash
# OpenROAD 26Q1-2900-gdf79404cd8, Yosys 0.63+post, stock flow scripts
make -C /OpenROAD-flow-scripts/flow DESIGN_CONFIG=/design/flow/config.mk WORK_HOME=/design/flow/orfs finish
==> config.mk <==
export PLATFORM = sky130hd
export DESIGN_NAME = frcounter
export DESIGN_NICKNAME = frcounter
export VERILOG_FILES = /design/flow/design.v
export SDC_FILE = /design/flow/constraint.sdc
export NUM_CORES = 4
export LEC_CHECK = 1
export CORE_AREA = 10 10 70 70
export DIE_AREA = 0 0 80 80
==> constraint.sdc <==
current_design frcounter

set clk_period 1.1
set clk_io_pct 0.2

create_clock -name clk0 -period $clk_period [get_ports {clk_in}]

set non_clock_inputs [all_inputs -no_clocks]
set_input_delay [expr $clk_period * $clk_io_pct] -clock clk0 $non_clock_inputs
set_output_delay [expr $clk_period * $clk_io_pct] -clock clk0 [all_outputs]
==> Changelog: implementation <==
### Physical design

* Most common cell in the netlist: dfxtp_1
* Top cell area share at 49.6%
* DIE WIDTH at 80 µm
* IO Port Bufs at 6
* Syn Inst Count at 15
* Detailed-route via count at 173
* Distinct lib cells at 11
* Total Routing Usage GR at 1.85%
* H-tree depth at 1
* Worst EP arrival at 970 ps
* Final worst setup slack at -92.4 ps
* YS chip area at 161 µm²
* Worst Tran Pin Value at 170 ps
* R2R Setup Slk at 80 ps
* Peak VDD IR at 518 µV
* Tool Warnings at 27
* Initial antenna violation count at 0
* I/O pin cnt at 7
* Worst-path fanout max at 2
* Share of cells above drive strength 1 at between 60% and 70%
* Number of DRC markers in iteration 0 at 1
* Ys flop type: dfxtp_1
* Failing checks: negative setup slack
* Number of global-route vias before repair at between 200 and 250
* Top cells by area: dfxtp_1, ha_1, nor3b_2, and3_4, a21oi_1
* Register share after synthesis at 49.6%
* Avg WL per Cell at 7.53 µm
* Die height at roughly 80 µm
* Via/cell ratio at 2.22
* WP data required at 880 ps
* Area leader, netlist: dfxtp_1
* Fp_density at 4.73%
* Synthesized registers at 4
* Post-synth EDFFs at 0
* Placed cell areas at 324 µm²
* Max-slew violation count at 0
* Outcome: finished, violations left
* GR Overflow Total at 0
* Crit path launch type: register
* Antenna Violating Nets Remaining at 0
* P_leak at around 0.15 nW
* Min Tclk post-route at 1190 ps
* Largest net degree at the start of global routing at 5
* Mapped Area at 161 µm²
* Final Hold Viols at 0
* # Max-Cap Violations at 0
* Clk ins delay skew pair at 240 ps
* Clock buffer depth at 2
* Post-CTS Hold Buffers at 0
* Fillers at 410
* Root Driver: clkbuf_4
* Die area at 0.00640 mm²
* Pwr Density at between 1000 and 1500 mW/mm²
* Tot Pwr at 0.430 mW
* Cell Count, Final, Fillers Out at 78
* CP max-delay cell: dfxtp_2
* Syn_area_per_cell at ~11 µm²
* Detailed Route WL at 587 µm
* Area growth syn-to-layout at 131%
* Worst path cell trace: ha_4, and3_4, buf_2
* Count of final setup violators at 2
* DR pass1 iterations at 4
* Row count at 21
* Ant. Diodes at 0
* Synth Warn # at 1
* Max incr delay on CP at around 340 ps
* Crit Path Category: reg -> out
* DPL Wire Length at ~440 µm
* Fmax at approximately 840 MHz
* Ys async rst share at 0%
* Commonest cells in the netlist: dfxtp_1, a21oi_1
* CTS tree: done
* Final Instance Area at 373 µm²
* RSZ-0062 raised after global routing: true
* Worst path buffer plus inverter count at 1
* Slew HR at 88.6%
* Final clock skew at 2.63 ps
* Final Cycle Share at 108%
* Core area at 0.00342 mm²
* Crit path max-delay family: flip-flops
* Setup_tns at -114 ps
* Cells in synth_stat.txt at 15
* Clock slew at reported path FFs at 40 ps
* TritonCTS Buffers at 3
* First-pass GRT wire length at 924 µm
* Max reg flops at 4
* CTS Sinks at 4
* Worst setup EP type: output port
* Cell count after placement at 73
* GP Congestion at 0.665
* HP Class: reg -> reg
* DRC at 0
[logic make-up (layout without fill, tap and decap cells)]
logic type	Yosys count	count (layout)	share of synthesized area [%]
xor gates and xnor gates	1	1	5.43
buffers and inverters	1	18	2.32
DFF	4	4	49.6
and+or+nand+nor	5	5	25.6
AOI/OAI and AO/OA	3	3	9.30
adders and majority gates	1	1	7.75
[routing by layer]
layer	up-vias	routed length [µm]	GRT usage [%]	part of all wire, %
li1	87	-	-	-
met5	-	0	0	0
met1	77	363	2.73	62
met3	0	50	1.36	8.5
met4	0	0	0.352	0
met2	9	173	2.01	29
[worst reg2reg max path, stage by stage, from the launching register on]
cell	delay (ps)
dfxtp_2	320
ha_4	150
buf_4	130
a21oi_1	110
o21ai_0	80
a21oi_1	140
[area by class of cell]
| type | count | area [µm²] | share of cell area, % |
|---|---|---|---|
| well taps | 46 | 57.6 | 15.4 |
| multi-input cells | 10 | 90.1 | 24.2 |
| clock buffers | 3 | 22.5 | 6.04 |
| inverters | 1 | 3.75 | 1.01 |
| flip-flops and latches | 4 | 85.1 | 22.8 |
| repair buffers | 14 | 114 | 30.5 |
[cell usage in the layout, fill, tap and decap left out, drive strengths merged, types with 2 or more instances in the layout]
cell	n
buf	11
dfxtp	4
clkbuf	4
a21oi	2
[path summary, 6_finish.rpt]
| path | start | end | cells past startpoint |
|---|---|---|---|
| setup / recovery | data_out_reg[0] | tc_out | 3 |
| setup reg to reg | data_out_reg[1] | data_out_reg[3] | 5 |
| hold reg to reg | data_out_reg[0] | data_out_reg[0] | 2 |
| hold / removal | data_out_reg[0] | data_out_reg[0] | 2 |
[where the power goes]
part | internal [mW] | switching, mW | leakage (nW) | total, mW
Combinational | 0.0535 | 0.0265 | 0.0974 | 0.0799
Sequential | 0.157 | 0.00818 | 0.0343 | 0.166
Clock | 0.122 | 0.0619 | 0.0138 | 0.184
[per-stage QoR]
stage / setup WS (ps) / utilization [%] / hold WS, ps
2_1_floorplan: 152 / - / 289
3_3_place_gp: -254 / 9.49 / 522
3_5_place_dp: -253 / 9.49 / 537
4_1_cts: -108 / 11.1 / 548
5_1_grt: -141 / 10.9 / 575
6_report: -92.4 / 10.9 / 555
[timing repair]
item,4_1_cts,5_1_grt
pin swaps,1,1
gates resized,23,1
setup endpoints to repair,5,3
buffers inserted,2,0
Power figures rest on the tool's default switching activity, not on a simulated workload.
